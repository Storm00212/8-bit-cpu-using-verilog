==> /design/flow/design.v <==
module control_unit (
    input wire clk,
    input wire reset,
    input wire [7:0] opcode,
    input wire [7:0] flags_in,
    input wire alu_done,
    input wire [7:0] data_bus,
    input wire [15:0] pc_current,
    output reg [3:0] alu_operation,
    output reg acc_write,
    output reg x_write,
    output reg y_write,
    output reg pc_write,
    output reg pc_inc,
    output reg pc_load,
    output reg [15:0] pc_direct,
    output reg sp_write,
    output reg ir_write,
    output reg flags_write,
    output reg mem_read,
    output reg mem_write,
    output reg [15:0] mem_addr,
    output reg done
);
    localparam STATE_IDLE    = 3'b000;
    localparam STATE_FETCH  = 3'b001;
    localparam STATE_DECODE = 3'b010;
    localparam STATE_EXEC   = 3'b011;
    localparam STATE_WRITE  = 3'b100;
    localparam OP_ADD = 4'd0;
    localparam OP_SUB = 4'd1;
    localparam OP_AND = 4'd4;
    localparam OP_OR  = 4'd5;
    localparam OP_XOR = 4'd6;
    localparam OP_NOT = 4'd7;
    localparam OP_INC = 4'd12;
    localparam OP_DEC = 4'd13;
    reg [2:0] state;
    reg [7:0] opcode_fetched;
    reg [2:0] cycle_count;
    wire Z = flags_in[1];
    always @(posedge clk or posedge reset) begin
        if (reset) begin
            state <= STATE_IDLE;
            opcode_fetched <= 8'd0;
            cycle_count <= 3'd0;
            alu_operation <= 4'd0;
            acc_write <= 1'b0;
            x_write <= 1'b0;
            y_write <= 1'b0;
            pc_write <= 1'b0;
            pc_inc <= 1'b0;
            pc_load <= 1'b0;
            pc_direct <= 16'd0;
            sp_write <= 1'b0;
            ir_write <= 1'b0;
            flags_write <= 1'b0;
            mem_read <= 1'b0;
            mem_write <= 1'b0;
            mem_addr <= 16'd0;
            done <= 1'b1;
        end
        else begin
            acc_write <= 1'b0;
            x_write <= 1'b0;
            y_write <= 1'b0;
            pc_write <= 1'b0;
            pc_load <= 1'b0;
            mem_write <= 1'b0;
            done <= 1'b0;
            case (state)
                STATE_IDLE: begin
                    state <= STATE_FETCH;
                    mem_addr <= pc_current;
                    mem_read <= 1'b1;
                    pc_inc <= 1'b1;
                end
                STATE_FETCH: begin
                    opcode_fetched <= data_bus;
                    ir_write <= 1'b1;
                    state <= STATE_DECODE;
                end
                STATE_DECODE: begin
                    mem_read <= 1'b0;
                    ir_write <= 1'b0;
                    cycle_count <= 3'd0;
                    state <= STATE_EXEC;
                end
                STATE_EXEC: begin
                    case (opcode_fetched)
                        8'h00: begin
                            done <= 1'b1;
                            state <= STATE_IDLE;
                        end
                        8'h01: begin
                            mem_addr <= pc_current + 16'd1;
                            mem_read <= 1'b1;
                            state <= STATE_WRITE;
                        end
                        8'h06: begin
                            mem_addr <= pc_current + 16'd1;
                            mem_read <= 1'b1;
                            state <= STATE_WRITE;
                        end
                        8'h09: begin
                            mem_addr <= pc_current + 16'd1;
                            mem_read <= 1'b1;
                            state <= STATE_WRITE;
                        end
                        8'h10: begin
                            mem_addr <= pc_current + 16'd1;
                            mem_read <= 1'b1;
                            alu_operation <= OP_ADD;
                            state <= STATE_WRITE;
                        end
                        8'h12: begin
                            mem_addr <= pc_current + 16'd1;
                            mem_read <= 1'b1;
                            alu_operation <= OP_SUB;
                            state <= STATE_WRITE;
                        end
                        8'h20: begin
                            mem_addr <= pc_current + 16'd1;
                            mem_read <= 1'b1;
                            alu_operation <= OP_AND;
                            state <= STATE_WRITE;
                        end
                        8'h22: begin
                            mem_addr <= pc_current + 16'd1;
                            mem_read <= 1'b1;
                            alu_operation <= OP_OR;
                            state <= STATE_WRITE;
                        end
                        8'h24: begin
                            mem_addr <= pc_current + 16'd1;
                            mem_read <= 1'b1;
                            alu_operation <= OP_XOR;
                            state <= STATE_WRITE;
                        end
                        8'h16: begin
                            alu_operation <= OP_INC;
                            acc_write <= 1'b1;
                            done <= 1'b1;
                            state <= STATE_IDLE;
                        end
                        8'h17: begin
                            alu_operation <= OP_DEC;
                            acc_write <= 1'b1;
                            done <= 1'b1;
                            state <= STATE_IDLE;
                        end
                        8'h26: begin
                            alu_operation <= OP_NOT;
                            acc_write <= 1'b1;
                            done <= 1'b1;
                            state <= STATE_IDLE;
                        end
                        8'h40: begin
                            if (Z) begin
                                pc_direct <= pc_current;
                                pc_load <= 1'b1;
                            end
                            done <= 1'b1;
                            state <= STATE_IDLE;
                        end
                        8'h41: begin
                            if (~Z) begin
                                pc_direct <= pc_current;
                                pc_load <= 1'b1;
                            end
                            done <= 1'b1;
                            state <= STATE_IDLE;
                        end
                        8'h48: begin
                            pc_direct <= pc_current;
                            pc_load <= 1'b1;
                            done <= 1'b1;
                            state <= STATE_IDLE;
                        end
                        default: begin
                            done <= 1'b1;
                            state <= STATE_IDLE;
                        end
                    endcase
                end
                STATE_WRITE: begin
                    mem_read <= 1'b0;
                    case (opcode_fetched)
                        8'h01: begin
                            acc_write <= 1'b1;
                        end
                        8'h06: begin
                            x_write <= 1'b1;
                        end
                        8'h09: begin
                            y_write <= 1'b1;
                        end
                        8'h10,
                        8'h12,
                        8'h20,
                        8'h22,
                        8'h24: begin
                            acc_write <= 1'b1;
                        end
                    endcase
                    done <= 1'b1;
                    state <= STATE_IDLE;
                end
                default: begin
                    state <= STATE_IDLE;
                end
            endcase
        end
    end
endmodule
==> /design/flow/run.sh <==
#!/bin/bash
# OpenROAD 26Q1-2900-gdf79404cd8, Yosys 0.63+post, stock flow scripts
make -C /OpenROAD-flow-scripts/flow DESIGN_CONFIG=/design/flow/config.mk WORK_HOME=/design/flow/orfs finish
==> /design/flow/config.mk <==
export PLATFORM = sky130hd
export DESIGN_NAME = control_unit
export DESIGN_NICKNAME = control_unit
export VERILOG_FILES = /design/flow/design.v
export SDC_FILE = /design/flow/constraint.sdc
export NUM_CORES = 4
export LEC_CHECK = 1
export CORE_UTILIZATION = 30
==> /design/flow/constraint.sdc <==
current_design control_unit

set clk_period 5.4
set clk_io_pct 0.2

create_clock -name clk0 -period $clk_period [get_ports {clk}]

set non_clock_inputs [all_inputs -no_clocks]
set_input_delay [expr $clk_period * $clk_io_pct] -clock clk0 $non_clock_inputs
set_output_delay [expr $clk_period * $clk_io_pct] -clock clk0 [all_outputs]
==> out/metrics.yaml <==
dieHeight_um: 95.61
lay_top_count: "clkdlybuf4s50_1"
path_max_fanout: 5
ys_chip_area_mm2: 0.002629
overflow: 0
cts_resized: 0
antennaDiodeCount: 0
coreArea_mm2: 0.008341
hp-class: "reg -> reg"
yosysCellCount: 216
drive_gt1_share_pct: 22.30
leakagePower_nw: 1.599
clkPwrFrac_pct: 39.3
grt_use_met1_pct: 19.41
cap_violations: 0
internal_power_uw: 630.2
use_met3_pct: 2.676
wirelength_mm: 5.387
top_area_share_pct: 52.36
top_usage_layer: "met1"
tool_warnings: 41
ys.flops: 57
routedWlPerCell_um: 13.43
grt_pass1_vias: 1763
final_area_mm2: 0.003551
antenna_found_initial: 0
cts_max_path_buffers: 2
timing.setup.tns_ns: 0
postPlaceCellArea_mm2: 0.003396
p_sw_share_pct: 22.16
fin_ws_ns: 2.506
clock_latency_ns: 0.32
worstPathRequired_ns: 5.61
endpoint_kind: "flop"
pwr-share-seq_pct: 53.7
path_common_cell: "nand3_1"
hold_viol_final: 0
numCtsBuffers: 9
arrival_ns: 3.10
crit_type: "in -> reg"
cts-htree-levels: 3
worstMarginPinSlew_ns: 0.7546
fin_cells: 401
grt_usage_pct: 12.40
grt_pass1_wl_mm: 8.645
ys_types: 40
via_per_inst: 4.589
die_x_um: 95.61
met2_usage_pct: 18.15
port_buffers: 70
drt_iter0_drc: 84
ioPinCount: 91
top_area_cell: "dfrtp_1"
fin_worst_skew_ns: 0.008591
slowest_delay_ns: 0.57
cp_top_family: "simple AND/OR/NAND/NOR gates"
ys_seq_share_pct: 54.36
syn_inst: 216
pwr-share-comb_pct: 7.0
placementRows: 33
clkSinkCount: 57
rsz0062_at_grt: "no"
final-setup-viol-count: 0
dp.final_hpwl_mm: 3.773
period_needed_ns: 2.894
cp_slowest_cell: "clkdlybuf4s50_1"
cts_setup_buffers: 0
yosysWarnings: 1
status: "finished clean"
drc: 0
max-vdd-ir-drop_mv: 0.07458
path_cells: "clkdlybuf4s50_1 > ha_1 > nand3_1 > nor3_1 > nand3_1 > xnor2_1 > mux2_2"
clk_pin_slew_ns: 0.06
chipArea_mm2: 0.009141
fmax_ghz: 0.3455
critPathBufInv: 1
synthTopCellsByArea: "dfrtp_1, mux2_2, mux2_4"
grt_max_degree: 58
placed_cells: 385
netSwitchingPower_uw: 179.4
area_growth_pct: 35.08
ant_nets: 0
layout_top_cells: "clkdlybuf4s50_1, dfrtp_1, mux2_2, nand2_1, nor2_1"
syn_area_mm2: 0.002629
clock-root-buffer: "clkbuf_8"
start_kind: "input pin"
cts_tree: "yes"
syn_area_per_cell_um2: 12.17
vias: 1840
slew_viol_final: 0
min_period_over_period_pct: 53.60
first_pass_iters: 4
slew-limit-headroom_pct: 49.69
gp_congestion: 0.7867
power.density_mw_per_mm2: 228.0
initCoreUtil_pct: 31.52
cts_hold_buffers: 0
dp_slack_ns: 2.135
power groups by stage:
stage / logic [mW] / registers (mW) / clock network, mW
4_1_cts: 0.0581 / 0.435 / 0.334
5_1_grt: 0.0623 / 0.435 / 0.352
6_report: 0.0564 / 0.435 / 0.319
through the flow:
step	power (mW)	hold slack (ns)	utilization (%)
6_report	0.8097	0.4261	42.57
5_1_grt	0.8490	0.4569	42.57
4_1_cts	0.8268	0.4282	42.57
3_5_place_dp	0.5001	0.4157	40.71
3_3_place_gp	0.4998	0.4035	40.71
2_1_floorplan	0.4620	0.3519	-
flip-flops by register name (all words and copies together), names as in the netlist, 4 cells and up:
signal,cells
state,5
opcode_fetched,8
pc_direct,16
alu_operation,4
mem_addr,16
metal layers:
metal  wire length, um  part of all wire [%]
met5                 0                     0
met4                65                   1.2
met3               342                   6.3
met2              2422                    45
met1              2557                    47
synthesized netlist by cell type, drive strengths merged:
library cell and instances:
or2b 2, nor4 1, nand3 8, nand3b 2
and2 1, a221oi 1, or2 2, o211ai 2
and2b 1, or3b 1, buf 8, xnor2 12
mux2 36, a311oi 1, dfrtp 55, nor3 3
and4 2, a32oi 1, nor3b 1, o21ai 10
ha 1, nor4b 1, nor2 16, dfstp 2
nand2 17, conb 1, o2bb2ai 1, a21o 6
inv 5, nand4 5, a21oi 2, xor2 3
and3 3, clkbuf 3
worst register-to-register path, stage by stage, from the launching register on:
cell     delay (ns)
dfrtp_1        0.47
and2_2         0.26
a21o_2         0.19
a32oi_2        0.38
a21o_1         0.69
mux2_2         0.41
path summary, 6_finish.rpt:
check | start | end | slack [ns] | cells after the start
worst max-delay path | pc_current[0] | mem_addr[14] | 2.51 | 7
max in group asynchronous | reset | opcode_fetched[6] | 3.65 | 3
worst min register to register | state[2] | state[4] | 0.43 | 0
min in group asynchronous | reset | pc_direct[2] | 1.27 | 3
worst max register to register | opcode_fetched[2] | mem_addr[14] | 2.89 | 5
worst min-delay path | state[2] | state[4] | 0.43 | 0
final cells by class:
type / instances / area, um2
fill: 779 / 4790
clock buffer: 12 / 135.1
sequential: 57 / 1429
clock inverter: 4 / 20.02
tap: 105 / 131.4
inverter: 5 / 18.77
timing repair buffer: 72 / 715.7
multi-input combinational: 146 / 1101
cell families (layout without fill, tap and decap cells):
group	count (synthesis)	in the layout	share of synthesized area [%]
AOI/OAI and AO/OA	24	24	6.568
xor gates and xnor gates	15	15	4.998
adders and majority gates	1	1	0.4759
buffers and inverters	16	93	4.189
DFF	57	57	54.36
muxes	36	36	16.42
other	1	4	0.1427
and+or+nand+nor	66	66	12.85
Power is estimated from default activity; no workload was simulated.
