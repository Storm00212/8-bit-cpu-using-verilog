`./run.sh`:
```
#!/bin/bash
# OpenROAD 26Q1-2900-gdf79404cd8, Yosys 0.63+post, stock flow scripts
make -C /OpenROAD-flow-scripts/flow DESIGN_CONFIG=/design/flow/config.mk WORK_HOME=/design/flow/orfs finish
```
`./config.mk`:
```
export PLATFORM = sky130hd
export DESIGN_NAME = register_file
export DESIGN_NICKNAME = register_file
export VERILOG_FILES = /design/flow/design.v
export SDC_FILE = /design/flow/constraint.sdc
export NUM_CORES = 4
export LEC_CHECK = 1
export CORE_UTILIZATION = 40
```
`./constraint.sdc`:
```
current_design register_file

set clk_period 2.5
set clk_io_pct 0.2

create_clock -name clk0 -period $clk_period [get_ports {clk}]

set non_clock_inputs [all_inputs -no_clocks]
set_input_delay [expr $clk_period * $clk_io_pct] -clock clk0 $non_clock_inputs
set_output_delay [expr $clk_period * $clk_io_pct] -clock clk0 [all_outputs]
```
`./design.v`:
```
module register_file (
    input wire clk,               
    input wire reset,             
    input wire [7:0] data_in,     
    output reg [7:0] acc_out,     
    output reg [7:0] x_out,       
    output reg [7:0] y_out,       
    output reg [7:0] sp_out,      
    output reg [7:0] ir_out,      
    output reg [7:0] flags_out,   
    input wire acc_write,         
    input wire x_write,           
    input wire y_write,           
    input wire sp_write,          
    input wire ir_write,          
    input wire flags_write,       
    input wire pc_write,          
    input wire pc_inc,            
    input wire pc_load,          
    input wire [15:0] pc_direct,  
    output reg [15:0] pc_out,    
    output reg [15:0] addr_bus    
);
    reg [7:0] acc;        
    reg [7:0] x_reg;     
    reg [7:0] y_reg;     
    reg [15:0] pc;        
    reg [7:0] sp;         
    reg [7:0] ir;         
    reg [7:0] flags;      
    wire C, Z, N, V;     
    assign C = flags[0];
    assign Z = flags[1];
    assign N = flags[2];
    assign V = flags[3];
    always @(posedge clk or posedge reset) begin
        if (reset) begin
            acc <= 8'h00;
            x_reg <= 8'h00;
            y_reg <= 8'h00;
            sp <= 8'h00;
            ir <= 8'h00;
            flags <= 8'h00;
            pc <= 16'h0000;
            acc_out <= 8'h00;
            x_out <= 8'h00;
            y_out <= 8'h00;
            sp_out <= 8'hFF;   
            ir_out <= 8'h00;
            flags_out <= 8'h00;
            addr_bus <= 16'h0000;
        end else begin
            if (acc_write) acc <= data_in;
            if (x_write) x_reg <= data_in;
            if (y_write) y_reg <= data_in;
            if (sp_write) sp <= data_in;
            if (pc_write) begin
                if (pc_direct[15:8] != 8'h00) begin
                    pc <= {pc_direct[15:8], data_in};
                end else begin
                    pc <= {8'h00, data_in};
                end
            end else if (pc_inc) begin
                pc <= pc + 16'h0001;
            end else if (pc_load) begin
                if (pc_direct[15:8] != 8'h00) begin
                    pc <= {pc_direct[15:8], data_in};
                end else begin
                    pc <= {8'h00, data_in};
                end
            end
            if (ir_write) ir <= data_in;
            if (flags_write) flags <= data_in;
            acc_out <= acc;
            x_out <= x_reg;
            y_out <= y_reg;
            pc_out <= pc;
            sp_out <= sp;
            ir_out <= ir;
            flags_out <= flags;
            addr_bus <= pc;
        end
    end
    task push;
        input [7:0] value;        
        begin
            sp <= sp - 1;          
        end
    endtask
    task pull;
        output [7:0] value;       
        begin
            value = 8'h00;         
            sp <= sp + 1;          
        end
    endtask
endmodule
```
==> impl_metrics.csv <==
group,metric,value,unit
clock_tree,cts_setup_buffers,0,
yosys,topCombFamilyByArea,"multiplexers",
clock_tree,post_cts_resize_count,0,
yosys,ys_seq_frac,0.7600,
die,row_count,39,
yosys,synth-compound-area-share,0.04660,
final_timing,fin_worst_skew,0.006135,ns
die,die-width,112.2,um
job,cap_viol_max_count,0,
pwr,seqPwrFrac,0.478,
layout,final-comb-area,1094,sq um
yosys,syn_area,4860,sq um
final_timing,period_used_share,0.7600,
global_routing,antenna_found_initial,0,
layout,finalNonFillerCells,579,
yosys,syn_area_per_cell,16.15,sq um
route,num_vias,2903,
global_routing,grt_first_pass_wirelength,15.23,mm
job,warnings,34,
yosys,ys_sh_xor,0.001802,
clock_tree,postCtsHoldBufs,0,
route,drtAntennaViolNets,0,
route,finalWirelength,9.242,mm
final_timing,drv_slew,0,
final_timing,setup_viol,0,
layout,nFillCells,896,
pwr,report.power.total,5734,uW
yosys,synthesis.instances,301,
yosys,yosys_area,4860,sq um
status,status,"finished clean",
yosys,ys_sh_mux,0.1153,
yosys,yosysWarningCount,1,
pwr,swShare,0.2321,
yosys,ys_types,40,
setup_path,cp_cell_sequence,"clkdlybuf4s50_1",
route,remaining_drc_errors,0,
global_routing,track_usage,0.1628,
setup_path,cp-end-kind,"output port",
route,diodes,0,
setup_path,max_stage_delay,0.52,ns
yosys,edf_count,16,
layout,area.growth.synth_to_final,38.77,%
route,drt_iter0_drc,150,
final_timing,hold_viol,0,
yosys,flop_cell,"dfrtp_1",
layout,flop_area,3694,sq um
final_timing,fin_setup_tns,0,ns
die,die_y,112.2,um
global_routing,grt_max_degree,51,
layout,final_common_cell,"dfrtp_1",
clock_tree,numCtsBuffers,17,
setup_path,cp_top_family,"flip-flops",
setup_path,cpMaxStageDelayCell,"dfstp_2",
die,fp_util,0.4184,
pwr,switchingPower,1331,uW
final_timing,slew_headroom,0.5240,
setup_path,startpoint_type,"register",
place,place_inst,547,
die,coreArea,11610,sq um
place,portBuffers,106,
layout,largest_registers,"addr_bus: 16 flops, pc: 16 flops, pc_out: 16 flops",
final_timing,rsz0062_at_grt,"no",
global_routing,grt_overflow_total,0,
route,wl_per_cell,15.96,um
clock_tree,clkLatencyLatePin,0.40,ns
layout,layout_top_cells,"dfrtp_1, clkdlybuf4s50_1, mux2_2",
setup_path,cp_max_fo,1,
yosys,ys_async_sr_fraction,0.8889,
pwr,internal_power,4404,uW
clock_tree,cts_root_buffer,"clkbuf_16",
route,dr.pass1.iters,21,
layout,drive_gt1_frac,0.2454,
setup_path,crit_buf_inv,1,
final_timing,min_period,1.900,ns
die,io_pins,115,
yosys,ys_sh_adder,0.002575,
die,chipArea,12590,sq um
final_timing,whs,0.3682,ns
place,dp_hpwl,6.154,mm
hold_path,hold_class,"reg -> reg",
layout,final_util,0.5807,
clock_tree,tritoncts,"built",
clock_tree,clock_sinks,144,
place,place_congestion,0.7752,
pwr,vdd_drop_max,0.0006182,V
route,routed_via_density,5.014,
pwr,combPwrFrac,0.093,
final_timing,worstMarginPinSlew,0.7125,ns
pwr,power.share.clock,0.429,
yosys,ys_cells,301,
setup_path,critPathArrivalTime,1.40,ns
clock_tree,htree_levels,4,
yosys,ys.flops,144,
pwr,power_density,850.3,nW/um^2
setup_path,required,2.00,ns
clock_tree,cts_buffer_depth,2,
global_routing,grt_pass1_vias,2922,
setup_path,worst-setup-path-type,"reg -> out",
clock_tree,clkTransAtPathRegs,0.06,ns
yosys,synth-simple-area-share,0.05870,
pwr,p_leak,0.002773,uW
final_timing,max_freq,526.3,MHz
Yosys cell counts (2+ instances only):
library cell,number,area share
a221o_1,3,0.0062
nor3_1,4,0.0041
mux2_2,48,0.11
dfrtp_1,120,0.62
nand4_1,2,0.0026
a31oi_1,2,0.0026
dfstp_2,8,0.043
nor2_1,7,0.0054
o22ai_1,5,0.0064
nand2_1,12,0.0093
inv_1,4,0.0031
nor4_1,5,0.0064
o31ai_1,2,0.0031
clkbuf_1,9,0.0070
nand2b_1,3,0.0039
nand3_1,4,0.0041
buf_2,4,0.0041
o21ai_0,7,0.0072
edfxtp_1,16,0.099
mux2i_1,2,0.0041
a21oi_1,13,0.013
nor3b_1,2,0.0031
nand3_2,2,0.0041
kinds of logic (layout without fill, tap and decap cells):
group / Yosys count / count (layout)
XOR/XNOR: 1 / 1
multiplexers: 50 / 50
flip-flops: 144 / 144
adder cells (fa/ha/maj): 1 / 1
buffers and inverters: 18 / 153
AND-OR/OR-AND: 37 / 37
AND/OR/NAND/NOR: 50 / 50
power groups by stage:
stage                 Clock [uW]  Sequential (uW)  Combinational, uW
after CTS                   2530             2750                546
after global routing        2630             2770                587
final                       2460             2740                533
final cells by class:
cell class                      instances  share of cell area
Inverter                                4            0.002783
Clock inverter                         15             0.02449
Clock buffer                           17             0.06308
Timing Repair Buffer                  117              0.1733
Tap cell                              143             0.02653
Multi-Input combinational cell        139              0.1622
Sequential cell                       144              0.5477
layer usage:
metal / vias to the layer above / track usage / part of all wire
li1: 1322 / - / -
met1: 1452 / 0.2555 / 0.42
met2: 116 / 0.2439 / 0.48
met3: 13 / 0.05173 / 0.088
met4: 0 / 0.02489 / 0.0095
met5: - / 0 / 0
worst paths after layout:
| kind | from | slack [ns] | end | cells past startpoint |
|---|---|---|---|---|
| min in group asynchronous | reset | 0.57 | addr_bus[12] | 2 |
| setup reg to reg | pc[4] | 0.61 | pc[10] | 4 |
| hold reg to reg | acc[3] | 0.37 | acc_out[3] | 0 |
| hold / removal | acc[3] | 0.37 | acc_out[3] | 0 |
| setup / recovery | sp_out[4] | 0.60 | sp_out[4] | 1 |
| max in group asynchronous | reset | 1.20 | sp_out[6] | 3 |
metrics by stage:
step	setup slack [ns]	area, sq um
2_1_floorplan	-0.6952	4863
3_3_place_gp	0.3750	6153
3_5_place_dp	0.3636	6153
4_1_cts	0.5741	6744
5_1_grt	0.5118	6744
6_report	0.6000	6744
No activity file was given, so power comes from the tool's default toggle rates.
